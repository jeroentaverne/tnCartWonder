## flow/design.v

```verilog
`default_nettype none
package BOARD_ID;
    localparam          TNCART_REV1             = 8'h0_0;
    localparam          TNCART_REV2             = 8'h0_1;
    localparam          WonderTANG_101c         = 8'h1_0;
    localparam          WonderTANG_102d         = 8'h1_1;
    localparam          WonderTANG_200b         = 8'h1_2;
endpackage
`default_nettype wire
`default_nettype none
package CONFIG;
    localparam DISABLE          = 0;             
    localparam ENABLE           = 1;             
    localparam ENABLE_VM2413    = 1;             
    localparam ENABLE_IKAOPLL   = 2;             
    localparam ENABLE_IKASCC    = 2;             
    localparam ENABLE_MEGA_SCC  = 2;             
    localparam ENABLE_MEGA_SCC_I= 3;             
    localparam [23:0]   FLASH_ADDR_MEGAROM      = 24'h20_0000;
    localparam [23:0]   FLASH_SIZE_MEGAROM      = 24'h20_0000;
    localparam [23:0]   FLASH_ADDR_BIOS         = 24'h10_0000;
    localparam [23:0]   FLASH_SIZE_BIOS         = (FLASH_SIZE_BIOS_NEXTOR + FLASH_SIZE_BIOS_FM);
    localparam [23:0]   FLASH_SIZE_BIOS_NEXTOR  = 24'h02_0000;
    localparam [23:0]   FLASH_SIZE_BIOS_FM      = 24'h00_4000;
    localparam [23:0]   FLASH_ADDR_PAC          = 24'h1F_0000;
    localparam [23:0]   FLASH_SIZE_PAC          = 24'h01_0000;
    localparam [23:0]   RAM_ADDR_RAM            = 24'h00_0000;
    localparam [23:0]   RAM_SIZE_RAM            = 24'h40_0000;
    localparam [23:0]   RAM_ADDR_MEGAROM        = 24'h40_0000;
    localparam [23:0]   RAM_SIZE_MEGAROM        = 24'h30_0000;
    localparam [23:0]   RAM_ADDR_BIOS           = 24'h70_0000;
    localparam [23:0]   RAM_ADDR_BIOS_NEXTOR    = RAM_ADDR_BIOS;
    localparam [23:0]   RAM_ADDR_BIOS_FM        = (RAM_ADDR_BIOS_NEXTOR + FLASH_SIZE_BIOS_NEXTOR);
    localparam [23:0]   RAM_ADDR_PAC            = 24'h77_E000;
    localparam [23:0]   RAM_ADDR_VRAM           = 24'h78_0000;
    localparam          ATT_EXT_PSG_MUL         = 1;
    localparam          ATT_EXT_PSG_DIV         = 1;
    localparam          ATT_EXT_FM_MUL          = 1;
    localparam          ATT_EXT_FM_DIV          = 1;
    localparam          ATT_EXT_MEGAROM_MUL     = 1;
    localparam          ATT_EXT_MEGAROM_DIV     = 1;
    localparam          ATT_INT_FM_MUL          = 9;
    localparam          ATT_INT_FM_DIV          = 4;
    localparam          ATT_INT_MEGAROM_MUL     = 9;
    localparam          ATT_INT_MEGAROM_DIV     = 4;
    localparam          ENABLE_MEGAROM          = ENABLE;            
    localparam          ENABLE_FM               = ENABLE_IKAOPLL;    
    localparam          ENABLE_NEXTOR           = ENABLE;            
    localparam          ENABLE_RAM              = ENABLE;            
    localparam          ENABLE_PSG              = ENABLE;            
    localparam          ENABLE_SCC              = ENABLE;            
    localparam          ENABLE_V9990            = ENABLE;            
    localparam          ENABLE_V9990_CMD        = ENABLE;            
    localparam          ENABLE_PAC_WRITE        = ENABLE;            
    localparam          ENABLE_SCANLINE         = DISABLE;           
    localparam          ENABLE_DAC_I2S          = DISABLE;           
    localparam          ENABLE_DAC_STEREO       = DISABLE;           
    localparam          RAM_IF_EXPANSION_USES_FF= 0;                 
    localparam          SLOT_EXPANSION_USES_FF  = 1;                 
    localparam          SOUND_BIT_WIDTH         = 10;                
endpackage
`default_nettype wire
`default_nettype none
module DAC_16BIT (
    input wire                  CLK_DAC,
    input wire                  RESET_n,         
    SOUND_IF.IN                 IN,               
    output wire                 DAC_BCLK,
    output wire                 DAC_LRCLK,
    output wire                 DAC_DIN
);
    localparam IN_BIT_WIDTH = $bits(IN.Signal);
    localparam OUT_BIT_WIDTH = 16;
    localparam [OUT_BIT_WIDTH - IN_BIT_WIDTH - 1 : 0] zero_bits = 0;
    I2S_AUDIO_TX i2s_audio_tx_inst (
        .CLK_DAC,
        .RESET_n,
        .SAMPLE_IN  ({IN.Signal, zero_bits}),
        .REQ        (),
        .DAC_BCLK,
        .DAC_LRCLK,
        .DAC_DIN
    );
endmodule
`default_nettype wire
`default_nettype none
module I2S_AUDIO_TX #(
    parameter                     SAMPLE_WIDTH = 16
) (
    input wire                    CLK_DAC,
    input wire                    RESET_n,
    input wire [SAMPLE_WIDTH-1:0] SAMPLE_IN,   
    output wire                   REQ,         
    output wire                   DAC_BCLK,    
    output wire                   DAC_LRCLK,   
    output wire                   DAC_DIN      
);
    localparam BIT_CNT_RESO  = 2 * SAMPLE_WIDTH;
    localparam BIT_CNT_WIDTH = $clog2(BIT_CNT_RESO);
    reg [SAMPLE_WIDTH-1:0] sample;    
    reg [BIT_CNT_WIDTH-1:0] bit_cnt;  
    reg req;       
    reg reqd;      
    reg lrclk;     
    reg din;       
    assign REQ       = req;
    assign DAC_BCLK  = CLK_DAC;
    assign DAC_LRCLK = lrclk;
    assign DAC_DIN   = din;
    always @(posedge CLK_DAC or negedge RESET_n)
    begin
        if(!RESET_n)                       bit_cnt <= 0;
        else if(bit_cnt == BIT_CNT_RESO-1) bit_cnt <= 0;
        else                               bit_cnt <= bit_cnt + 1'b1;
    end
    always @(negedge CLK_DAC or negedge RESET_n)
    begin
    if(!RESET_n)
        req <= 0;
    else
        req <= (bit_cnt == 0) || (bit_cnt == SAMPLE_WIDTH);
    end
    always @(negedge CLK_DAC or negedge RESET_n)
    begin
        if(!RESET_n) begin
            reqd  <= 0;
            sample <= 0;
        end
        else begin
            reqd <= req;
            sample <= reqd ? SAMPLE_IN : {sample[SAMPLE_WIDTH-2:0], 1'b0};
        end
    end
    always @(negedge CLK_DAC or negedge RESET_n)
    begin
        if(!RESET_n)
            din <= 0;
        else
            din <= sample[SAMPLE_WIDTH-1];  
        end
    always @(negedge CLK_DAC or negedge RESET_n)
    begin
        if(!RESET_n)
            lrclk <= 0;
        else
            lrclk <= (bit_cnt == 2) ? 0 : (bit_cnt == SAMPLE_WIDTH+2) ? 1 : lrclk;  
    end
endmodule
`default_nettype wire
```

## flow/run.sh

```bash
#!/bin/bash
# OpenROAD 26Q1-2900-gdf79404cd8, Yosys 0.63+post, stock flow scripts
make -C /OpenROAD-flow-scripts/flow DESIGN_CONFIG=/design/flow/config.mk WORK_HOME=/design/flow/orfs finish
```

## flow/config.mk

```make
export PLATFORM = sky130hd
export DESIGN_NAME = DAC_16BIT
export DESIGN_NICKNAME = DAC_16BIT
export VERILOG_FILES = /design/flow/design.v
export SDC_FILE = /design/flow/constraint.sdc
export NUM_CORES = 4
export LEC_CHECK = 1
export CORE_AREA = 10 10 70 70
export DIE_AREA = 0 0 80 80
```

## flow/constraint.sdc

```tcl
current_design DAC_16BIT

set clk_period 1.8
set clk_io_pct 0.2

create_clock -name clk0 -period $clk_period [get_ports {CLK_DAC}]

set non_clock_inputs [all_inputs -no_clocks]
set_input_delay [expr $clk_period * $clk_io_pct] -clock clk0 $non_clock_inputs
set_output_delay [expr $clk_period * $clk_io_pct] -clock clk0 [all_outputs]
```

==> Slide: Implementation Results <==
Physical Implementation Snapshot

Global routing
  – First-pass GRT wire length: ~900 µm
  – Largest net degree at the start of global routing: 6
  – Gr ovfl total: 0
  – Vias in the first global route: approximately 220
  – Antenna violations before repair: 0
  – Tot GR Track Use: 1.79%

Final layout
  – Area delta synth->final: 69.0%
  – Final cell count without fillers: roughly 85
  – Most used logic cell in the final layout: buf_4
  – Share of cells above drive strength 1: approximately half
  – Top Layout Cells: buf_4 (7), clkbuf_4 (6), dfrtp_1 (5)
  – Finished Core Util: 14.0%
  – Fin area: between 400 and 500 µm²

CTS
  – Clk Latency, worst-skew pair: ~0.37 ns
  – Clk slew on worst S/H paths: around 0.050 ns
  – CTS tree: yes
  – Hold Buf Count CTS: 0

Synthesis
  – Syn Area/Cell: between 10 and 15 µm²
  – Synthesized area: approximately 280 µm²
  – Post-synthesis cell count: 24
  – Flops out of synthesis: 6
  – Post-synth cell types: 13
  – Ys Warns: 4
  – Ys cells: 24
  – Seq/Total Area, Yosys: 53.1%
  – Chip area in the Yosys report: between 200 and 300 µm²

Floorplanning
  – Die Wd: approximately 80 µm
  – Site Rows: 21
  – IO Pins: 5
  – Fp util: 8.28%
  – Die Area: around 6400 µm²
  – Die H: 80 µm
  – Core area: between 3000 and 4000 µm²

Drt
  – WL per Instance: 5.72 µm
  – Post-route DRC: 0
  – DRT iter0 DRCs: 7
  – Via density: between 2 and 2.5
  – Router iterations before antenna repair: 2
  – Routed WL: between 400 and 500 µm
  – Vias: slightly above 200
  – Antenna diodes: 0
  – Post-route ant nets: 0

Setup path
  – Crit path kind: flip-flop to output pin
  – WP buf/inv: 1
  – Crit-path cells: buf_2
  – Critical path endpoint category: output pin
  – Worst setup SP type: flip-flop
  – Max incr delay on CP: slightly below 0.4 ns
  – Slowest-stage cell, CP: dfrtn_1
  – Worst-path fanout max: 2
  – Top delay family on crit path: flip-flops
  – Crit path arrival time: between 1.5 and 2 ns
  – Critical path data required time: 1.44 ns

Place
  – Post-detail-place hpwl: 350 µm
  – DP Worst Slack: -0.321 ns
  – Dpl cell area: 402 µm²
  – Placed cells: 76
  – Port-buffer cells: 3
  – Placer congestion estimate: 0.802

Status
  – Status: finished, violations left
  – Failing checks: negative setup slack

Run
  – Max Cap Viol: 0
  – Count of tool warnings: 30

Timing
  – RSZ-0062 raised after global routing: true
  – Sum Neg Setup Slack: -0.610 ns
  – Worst setup margin: -0.312 ns
  – Max Transition Viols Final: 0
  – Setup Skew: roughly 0.022 ns
  – Final setup vio count: 2
  – Hold WS: 0.309 ns
  – Final Hold Vio Count: 0

Pwr
  – Cell area power density: 810 nW/µm²
  – VDD IR max: between 0.15 and 0.2 mV
  – Leakage: 0.233 nW
  – Total power: roughly 0.39 mW

Min path
  – Hold WC Path Type: input port to async pin
[cells by family after synthesis]
family / count (synthesis) / synth area share (%)
adders and majority gates: 3 / 13.3
other: 1 / 1.33
xor gates and xnor gates: 1 / 3.10
and+or+nand+nor: 7 / 13.3
buffers and inverters: 4 / 7.96
DFF: 6 / 53.1
muxes: 2 / 7.96
[timing repair]
action | CTS | global route
setup buffers | 2 | 0
pin swaps | 0 | 1
endpoints found under the setup margin | 3 | 2
resized | 4 | 4
[flip-flops by register name (all words and copies together) (netlist names)]
| signal | flops |
|---|---|
| i2s_audio_tx_inst.lrclk | 1 |
| i2s_audio_tx_inst.bit_cnt | 5 |
[layer usage]
metal	GRT usage, %	share of wire [%]	vias up
li1	-	-	102
met1	2.01	47	93
met2	2.01	43	6
met3	1.48	7.4	2
met4	1.58	2.3	0
met5	0	0	-
[power by group]
group / internal, mW / switching [mW]
combinational: 0.00332 / 0.00282
sequential: 0.135 / 0
clock: 0.178 / 0.0678
[area by class of cell]
type / count / area (µm²)
flip-flops and latches: 6 / 150
repair buffers: 9 / 67.6
well taps: 46 / 57.6
inverters: 2 / 7.51
clock buffers: 8 / 57.6
fillers: 387 / 2940
multi-input cells: 14 / 138
[worst paths after layout]
check	startpoint	to	slack, ns	depth (start not counted)
setup / recovery	i2s_audio_tx_inst.lrclk$_DFFE_NN0P_	DAC_LRCLK	-0.31	1
setup reg to reg	i2s_audio_tx_inst.bit_cnt[0]$_DFF_PN0_	i2s_audio_tx_inst.lrclk$_DFFE_NN0P_	-0.30	4
hold / removal	RESET_n	i2s_audio_tx_inst.bit_cnt[2]$_DFF_PN0_	0.31	2
max in group asynchronous	RESET_n	i2s_audio_tx_inst.lrclk$_DFFE_NN0P_	0.72	1
hold reg to reg	i2s_audio_tx_inst.bit_cnt[4]$_DFF_PN0_	i2s_audio_tx_inst.bit_cnt[4]$_DFF_PN0_	0.50	1
min in group clk0	i2s_audio_tx_inst.bit_cnt[4]$_DFF_PN0_	i2s_audio_tx_inst.bit_cnt[4]$_DFF_PN0_	0.50	1
[cell usage after synthesis]
library cell	n	area (µm²)
dfrtn_1	1	25.0
ha_1	3	37.5
nor2b_1	1	6.26
nor3b_1	1	7.51
buf_4	2	15.0
dfrtp_1	5	125
inv_1	2	7.51
conb_1	1	3.75
nor2_1	3	11.3
nand3_1	1	5.00
xnor2_1	1	8.76
mux2_2	2	22.5
and3_2	1	7.51
Power and IR drop assume default switching activity.
